## /design/flow/design.v

```verilog
module registerfile(clk,RegWrite,R1,R2,W,WData,Out1,Out2);
input clk;
input RegWrite;
input [4:0] R1,R2;
input [4:0] W;
input [31:0] WData;
output reg [31:0] Out1,Out2;
reg [31:0] rf[0:31];
reg [31:0] t [0:9];
genvar  arrayregisterindex;
for( arrayregisterindex=0;arrayregisterindex<8;arrayregisterindex=arrayregisterindex+1)
assign t[arrayregisterindex]=rf[8+arrayregisterindex];
for(arrayregisterindex=8;arrayregisterindex<10;arrayregisterindex=arrayregisterindex+1)
assign t[arrayregisterindex]=rf[24+arrayregisterindex-8];
initial begin
rf[8]=32'd9; 			 
rf[9]=4; 			 
rf[10]=5; 			 
rf[11]=32'bx; 			 
rf[12]=6; 			 
rf[13]=32'bx; 			 
rf[14]=32'bx; 			 
rf[15]=9; 			 
rf[24]=9;			 
rf[25]=8;         		 
rf[0]=0;         
end
always@(R1,R2) begin
Out1<=rf[R1];
Out2<=rf[R2];
end
always@(posedge clk) 
if(RegWrite ==1)   
	if(W!=0) begin
		rf[W]<=WData;
end
endmodule
```

## /design/flow/constraint.sdc

```tcl
current_design registerfile

set clk_period 10.0
set clk_io_pct 0.2

create_clock -name clk0 -period $clk_period [get_ports {clk}]

set non_clock_inputs [all_inputs -no_clocks]
set_input_delay [expr $clk_period * $clk_io_pct] -clock clk0 $non_clock_inputs
set_output_delay [expr $clk_period * $clk_io_pct] -clock clk0 [all_outputs]
```

## /design/flow/config.mk

```make
export PLATFORM = sky130hd
export DESIGN_NAME = registerfile
export DESIGN_NICKNAME = registerfile
export VERILOG_FILES = /design/flow/design.v
export SDC_FILE = /design/flow/constraint.sdc
export NUM_CORES = 4
export LEC_CHECK = 1
export CORE_UTILIZATION = 30
```

## /design/flow/run.sh

```bash
#!/bin/bash
# OpenROAD 26Q1-2900-gdf79404cd8, Yosys 0.63+post, stock flow scripts
make -C /OpenROAD-flow-scripts/flow DESIGN_CONFIG=/design/flow/config.mk WORK_HOME=/design/flow/orfs finish
```

==> impl_report.txt <==
FLOW METRICS REPORT
----------------------------------------------------
[Clocking]
  Post CTS Setup Buffer Count ........................ 0
  Number of buffers created by CTS ........................ 104
  Post_cts resized ........................ 0
  Clock-pin slew on the worst setup and hold paths ........................ 0.06 ns
  Library cell used as clock root buffer ........................ clkbuf_16
  Clock Sinks ........................ 1,024
  Number of H-tree levels ........................ 3
  Clock tree from TritonCTS ........................ built
  Worst-case clock buffer depth ........................ 3
  Hold-fix buffer count after cts ........................ 0

[Run]
  Number of warnings the tools reported ........................ 26
  Count of max-cap constraint violations ........................ 0

[Critical path]
  Critical path endpoint ........................ Out1[10]
  CP Max Fanout ........................ 60
  WP data arrival ........................ 5.52 ns
  Worst Setup Start Kind ........................ input pin
  Category of the most critical setup path ........................ in2out
  Data required, critical path ........................ 8.00 ns
  Kind of capture point of the worst setup path ........................ output pin
  Launching instance or port of the critical path ........................ R1[2]

[Final layout]
  Area Growth Syn to Fin ........................ 14.60%
  Fraction of final layout cells sized beyond drive strength 1 ........................ 0.09134
  Most frequent logic cells in the routed design ........................ mux2i_1, edfxtp_1, nand3_1
  Flip-flop count of the largest register after layout ........................ 1,024
  Most flop-heavy register ........................ rf
  Leading registers by flop count ........................ rf (1024)

[Synth]
  Count of state elements after synthesis ........................ 1,024
  Synthesized netlist cell count ........................ 3,386
  Area reported by Yosys stat ........................ 48,760 sq um
  Seq share, synth ........................ 0.6307
  Tally of yosys warning messages ........................ 12
  Area fraction in full adders, half adders and majority gates ........................ 0
  Dominant kind of combinational cell ........................ multiplexers
  Share of the synthesized netlist area taken by xor and xnor gates ........................ 0
  Number of cells in Yosys stat ........................ 3,386
  Synth Area in Simple Gates ........................ 0.04709
  Mux frac, synth ........................ 0.2102
  Cell area after technology mapping ........................ 48,760 sq um
  Compound Share, Synth ........................ 0.08048
  Mean instance size in the synthesized netlist ........................ 14.40 sq um
  Number of distinct library cell variants in the gate-level netlist after synthesis ........................ 24

[Pwr]
  Switching pwr ........................ 2.205 mW
  Lkg Pwr ........................ 20.24 nW
  Gate power share ........................ 0.094
  Internal ........................ 7.250 mW
  Switching part of the total power ........................ 0.2332
  Total chip power ........................ 9.455 mW
  Fraction of power consumed by sequential logic ........................ 0.509
  Worst ir drop on vdd ........................ 0.0001528 V
  Share of total power in the clock network ........................ 0.397
  Power Density ........................ 169.2 nW/um^2

[Global route]
  Initial antenna violation count ........................ 14
  Leftover overflow at the end of global routing ........................ 0
  Pin count of the biggest net entering global routing ........................ 89
  Via count of the first global-routing pass ........................ 32,088
  GRT Total Usage ........................ 0.1976
  Global-route wire length before repair ........................ 220.3 mm

[Routing]
  DRC violations left ........................ 0
  DRC marker count from the first detailed-route iteration ........................ 2,020
  Drt via density ........................ 5.365
  Count of nets left with antenna violations after detail routing ........................ 0
  Total via count after detailed routing ........................ 30,917
  Wire length per cell after detailed routing ........................ 26.86 um
  Routed Wire Length ........................ 154.8 mm
  1st-pass router iterations ........................ 6

[Final timing]
  Portion of the clock cycle consumed by the worst path in the final layout ........................ 0.7522
  Highest clock frequency the design can meet ........................ 132.9 MHz
  Min Tclk post-route ........................ 7.522 ns
  Setup total negative slack ........................ 0 ns
  Worst slew slack as a fraction of its limit ........................ 0.3566
  Final tally of max-slew violations ........................ 0
  Worst-margin pin slew ........................ 0.9621 ns
  Count of final setup violators ........................ 0
  RSZ-0062 raised after global routing ........................ false
  Count of endpoints failing hold in the final timing report ........................ 0

[Placement]
  Number of port buffers ........................ 112
  HPWL after detailed placement ........................ 84.66 mm
  Final estimated routing congestion in global placement ........................ 0.8712

[Floorplanning]
  Core region area ........................ 160,900 sq um
  Horizontal extent of the die ........................ 405.1 um
  Number of cell rows ........................ 147
  DIE AREA ........................ 164,100 sq um
  Die boundary height ........................ 405.1 um
  Boundary pin count ........................ 113
  Effective utilization at floorplan ........................ 0.3030

[Status]
  Result of the run ........................ finished, final reports clean

[Min path]
  Class of the most critical hold timing path ........................ in2reg

----------------------------------------------------
layer usage:
metal | GRT usage | wire length, um
met5 | 0.004163 | 244
met3 | 0.1410 | 24710
met1 | 0.2356 | 55880
met4 | 0.04625 | 4451
met2 | 0.2916 | 69490
worst max-delay path, stage by stage:
cell	delay, ns
clkdlybuf4s50_1	0.77
and2_4	0.48
buf_12	0.47
buf_4	0.51
a22o_1	0.22
nor3_1	0.04
a31oi_1	0.22
nand3_1	0.25
clkdlybuf4s50_1	0.48
stage by stage:
| step | worst slack, ns | utilization | std cells | hold slack (ns) | area [sq um] |
|---|---|---|---|---|---|
| finish | 2.478 | 0.3472 | 5763 | 2.133 | 55880 |
| floorplan | 4.945 | - | 3417 | 2.099 | 48870 |
| global placement | 2.547 | 0.3270 | 5571 | 2.832 | 52620 |
| CTS | 2.532 | 0.3472 | 5762 | 2.099 | 55870 |
| global route | 2.390 | 0.3472 | 5763 | 2.132 | 55880 |
| detailed placement | 2.548 | 0.3270 | 5571 | 2.833 | 52620 |
cells by family (layout without fill, tap and decap cells):
family                 count (synthesis)  in the layout
multiplexers                        1024           1024
AND/OR/NAND/NOR                      508            508
flip-flops                          1024           1024
AND-OR/OR-AND                        576            576
other                                  1             33
buffers and inverters                253            438
power groups by stage:
stage,combinational [mW],sequential (mW),clock (mW)
CTS,0.886,4.81,3.82
global route,0.943,4.82,3.97
finish,0.888,4.81,3.76
how the worst min path moves through the flow:
stage,endpoint,depth (start not counted),from,slack (ns)
CTS,rf[4][3],2,WData[3],2.10
global route,rf[6][8],2,WData[8],2.13
finish,rf[12][12],2,WData[12],2.13
Yosys cell counts:
library cell	instances	area [sq um]
buf_2	62	310.3
mux2i_1	1024	10250
a22oi_1	192	1441
clkbuf_4	4	30.03
buf_6	37	416.7
nand2b_1	4	25.02
nor3_1	64	320.3
conb_1	1	3.750
edfxtp_1	1024	30750
nor2b_1	4	25.02
a22o_1	128	1121
nand3_1	194	970.9
or3_1	1	6.260
buf_1	11	41.29
clkbuf_1	82	307.8
a31oi_1	64	400.4
buf_4	57	427.9
and2_1	2	12.51
nand2_1	195	732.0
nand3b_1	5	37.54
a21oi_1	192	960.9
or2_2	2	12.51
nor2_1	34	127.6
or3b_2	3	26.28
cell type report:
type,instances,area [sq um]
fill,15116,105100
sequential,1024,30750
multi-input combinational,2140,16890
clock buffer,126,2706
tap,2160,2703
timing repair buffer,247,2282
clock inverter,65,545.5
antenna,1,2.502
Power figures rest on the tool's default switching activity, not on a simulated workload.
