==> ./design.v <==
module instructionmemory (
	input [31:0] address,	 
	output reg [31:0] data_out 	 
);
	reg [31:0] Memory [0:20];
	wire [31:0] real_address;
assign real_address = address >> 2;
	always @(*) begin
		if(real_address < 16)
        data_out <= Memory[real_address];
		else
		  data_out <= 32'hx;
end 
initial begin
Memory[0]=32'h01897020;      
Memory[1]=32'h01C96020;      
Memory[2]=32'h01CE5820;      
Memory[3]=32'h012A7822;      
Memory[4]=32'h03197822;      
Memory[5]=32'h01F8C820;      
end
endmodule
==> ./run.sh <==
#!/bin/bash
# OpenROAD 26Q1-2900-gdf79404cd8, Yosys 0.63+post, stock flow scripts
make -C /OpenROAD-flow-scripts/flow DESIGN_CONFIG=/design/flow/config.mk WORK_HOME=/design/flow/orfs finish
==> ./config.mk <==
export PLATFORM = sky130hd
export DESIGN_NAME = instructionmemory
export DESIGN_NICKNAME = instructionmemory
export VERILOG_FILES = /design/flow/design.v
export SDC_FILE = /design/flow/constraint.sdc
export NUM_CORES = 4
export LEC_CHECK = 1
export CORE_AREA = 10 10 70 70
export DIE_AREA = 0 0 80 80
==> ./constraint.sdc <==
current_design instructionmemory

set clk_period 1.3
set clk_io_pct 0.2

create_clock -name clk0 -period $clk_period

set non_clock_inputs [all_inputs -no_clocks]
set_input_delay [expr $clk_period * $clk_io_pct] -clock clk0 $non_clock_inputs
set_output_delay [expr $clk_period * $clk_io_pct] -clock clk0 [all_outputs]
==> CHANGELOG.md <==
### Physical design

- Status: finished clean
- Final Hold Vio Count: 0
- Final Worst Setup Slack: 8.97 ps
- WL/cell: 8.17 um
- Post-route ant nets: 0
- LEAKAGE: 0.271 nW
- WS Path Type: primary input to primary output
- Cell Rows: 21
- OpenROAD warnings: 66
- Most frequent cells in the layout: conb_1, buf_4, dlygate4sd2_1, buf_2
- Critical Path, Cell by Cell: buf_6, buf_6, nand2_4, inv_2, clkdlybuf4s50_1
- Area growth, synth to finish: 60.1%
- Syn Inst Count: 44
- TritonRoute pass-1 iters: 2
- Share of cells above drive strength 1: 0.344
- Cell total in the yosys stat output: 44
- Core area: 3420 sq um
- Post-synthesis sequential area ratio: 0
- Gpl congestion: 0.713
- Synthesized cell area: between 300 and 400 sq um
- Fin. max-slew vios: 0
- Critical Path End Type: primary output
- Design Power: 0.100 mW
- Chip area: 6400 sq um
- Layout Utilization: 0.142
- Pwr/cell area: 206 nW/um^2
- DR vias: 271
- Delay of the slowest critical-path stage: roughly 460 ps
- Fillcell total: between 300 and 400
- Fin crit share: 0.993
- Logic area: 223 sq um
- GRT Residual Overflow: 0
- Registers: 0
- Post-place setup slack: -694 ps
- Simple-Gate Area Share: 0.132
- Detailed-route vias per instance: 2.46
- Ant diodes: 0
- Avg Inst Size Synth: 6.91 sq um
- Final setup fails: 0
- Hold WS: 855 ps
- Slowest-stage cell, CP: clkdlybuf4s50_1
- Gr usage total: 0.0245
- Initial antenna violation count: 0
- RSZ-0062 raised after global routing: true
- Fmax: 0.775 GHz
- Cell area after layout: 487 sq um
- Initial Util: 0.0890
- Yosys stat area: between 300 and 400 sq um
- Minimum clock period: 1290 ps
- Most used cell, CP: buf_6
- Multiplexer share: 0
- Yosys adder share: 0.206
- Launch point of the worst path: address[2]
- Top logic family: buffers and inverters
- Vert. Die Dim: 80 um
- Worst VDD drop: 0.0000272 V
- HPWL after DPL: 786 um
- Synth Warn #: 1
- Worst Path Arrival: 1030 ps
- Startpoint types: primary input
- IO Pins: 64
- Port Buffer Count: 16
- Worst min-delay path category: primary input to primary output
- Cell Type Count: 13
- Final WL: 899 um
- Die width: 80 um
- Storage cell area: 0 sq um
- Clock buffers: 0
- Crit path DRT: 1040 ps
- Placed cell areas: 465 sq um
- Yosys xor share: 0
- Most frequent logic cell in the layout: conb_1
- Max_cap viols: 0
- Aoi share: 0.0947
- Crit Path Max Fanout: 4
- DRC violations left: 0
- Largest net degree at the start of global routing: 7
- Crit path to: data_out[15]
- Number of global-route vias before repair: roughly 280
- Drt initial violations: 1
- First-pass GRT wire length: 1380 um
==> repair_timing <==
action                                  CTS  global route
buffers inserted                          3             0
hold buffers                              0             0
pin swaps                                 3             1
endpoints found under the setup margin   13             7
gates resized                            36             6
==> critical path: cells and delay by family <==
kind	cells	cell delay, ps
AND/OR/NAND/NOR	1	50
buffers and inverters	4	720
==> layout make-up <==
| class | instances | area share |
|---|---|---|
| well taps | 46 | 0.118 |
| repair buffers | 23 | 0.393 |
| inverters | 4 | 0.0308 |
| multi-input cells | 37 | 0.458 |
==> power breakdown <==
group          internal (mW)  switching (mW)  total (mW)
Combinational         0.0599          0.0406       0.100
Sequential                 0               0           0
Clock                      0               0           0
Total                 0.0599          0.0406       0.100
==> metal layers <==
metal / vias up / wire, um / part of all wire / track usage
li1: 133 / - / - / -
met2: 21 / 415 / 0.46 / 0.0465
met4: 0 / 0 / 0 / 0
met1: 117 / 364 / 0.40 / 0.0270
met3: 0 / 120 / 0.13 / 0.00795
met5: - / 0 / 0 / 0
==> synth_stat cells, drive strengths merged <==
cell,instances,area share
buf,20,0.49
ha,5,0.21
inv,4,0.049
nand2,3,0.045
o21ai,3,0.062
a21oi,2,0.033
conb,2,0.025
nor2,2,0.025
nor2b,2,0.041
nand2b,1,0.021
==> worst min path at each step <==
| stage | depth (start not counted) | slack (ps) | from | endpoint |
|---|---|---|---|---|
| finish | 3 | 860 | address[4] | data_out[17] |
| global route | 3 | 890 | address[4] | data_out[17] |
| CTS | 5 | 930 | address[4] | data_out[12] |
==> stage by stage <==
stage                     std cells  setup TNS [ps]
after floorplan                  61               0
after global placement          107           -7360
after detailed placement        107           -7390
after CTS                       110               0
after global routing            110           -39.4
final                           110               0
==> cell families (layout without fill, tap and decap cells) <==
kind of cell	after synthesis	in the layout
fa+ha+maj	5	5
other cells	2	19
buf+inv	24	27
compound gates	5	5
simple gates	8	8
Power is estimated from default activity; no workload was simulated.
