===== design/flow/run.sh =====
#!/bin/bash
# OpenROAD 26Q1-2900-gdf79404cd8, Yosys 0.63+post, stock flow scripts
make -C /OpenROAD-flow-scripts/flow DESIGN_CONFIG=/design/flow/config.mk WORK_HOME=/design/flow/orfs finish

===== design/flow/config.mk =====
export PLATFORM = sky130hd
export DESIGN_NAME = DataMemory
export DESIGN_NICKNAME = DataMemory
export VERILOG_FILES = /design/flow/design.v
export SDC_FILE = /design/flow/constraint.sdc
export NUM_CORES = 4
export LEC_CHECK = 1
export CORE_UTILIZATION = 50

===== design/flow/constraint.sdc =====
current_design DataMemory

set clk_period 7.2
set clk_io_pct 0.2

create_clock -name clk0 -period $clk_period [get_ports {clk}]

set non_clock_inputs [all_inputs -no_clocks]
set_input_delay [expr $clk_period * $clk_io_pct] -clock clk0 $non_clock_inputs
set_output_delay [expr $clk_period * $clk_io_pct] -clock clk0 [all_outputs]

===== design/flow/design.v =====
module DataMemory (clk,MemRead,MemWrite,DataIn,RWAddress,DataOut);
input clk;
input [31:0] DataIn,RWAddress;
input MemRead,MemWrite;
output reg [31:0] DataOut;
parameter Words=14;
reg [31:0] Memory [0:Words-1];
reg [31:0] InnerAddress;
assign InnerAddress=RWAddress>>2;
always @ (MemRead,MemWrite,RWAddress) begin
if((MemRead==1) & (MemWrite==0)) begin
DataOut<= {Memory[InnerAddress]};
end
end
always @(posedge clk) begin   
if ((MemRead==0) & (MemWrite==1)) begin
Memory[InnerAddress]<=DataIn;
end 
end
initial begin
Memory[1]=32'hf0f0f;
end
endmodule

==> impl_metrics.toml <==
# synthesis and place-and-route metrics
[cells_and_area]
fillers = 2374
mostFrequentLayoutCells = "edfxtp_1 (448), mux4_2 (96), clkdlybuf4s50_1 (66)"
drive_gt1_share_pct = 26.2
seq_area_mm2 = 0.0139
comb_area_mm2 = 0.00344
stdcell_area_mm2 = 0.0204
layout_top_cell = "edfxtp_1"
area_growth_pct = 16.4

[logic_synthesis]
top_cell_area_share_pct = 76.9
ys_warn_count = 2
synth.avg_cell_area_um2 = 22.7
top_area_cell = "edfxtp_1"
ys_area_mm2 = 0.0175
synth.distinct_cells = 20
yosys_cells = 770
synth_flops = 480
syn_area_mm2 = 0.0175
ff_type = "edfxtp_1"
synth.area.top_cells = "edfxtp_1 (77%), mux4_2 (12%), dlxtp_1 (2.7%)"
edf_count = 448
postSynth.asyncResetShare_pct = 0
postSynthCellCount = 770

[floorplan]
initCoreUtil_pct = 50.8
io_pins = 99
die_y_um = 189
rows = 68
core_area_mm2 = 0.0345
die_area_mm2 = 0.0357
fp.dieW_um = 189

[timing]
layout_min_cycle_time_ns = 3.50
final_max_slew_viol_count = 0
setup_viol = 0
holdWs_ns = 1.75
period_used_pct = 48.7
tns_ns = 0
untimed_endpoints = 64
slew_headroom_pct = 47.0
unclocked_pins = 32
tightest_slew_ns = 0.795
max_freq_ghz = 0.285
rsz0062_at_grt = "false"
finalHoldViolCount = 0

[cts]
ctsResizeCount = 0
ctsHoldBuffers = 0
path_clk_slew_ns = 0.06
cts_max_level = 2
clk_path_buf_depth = 3
cts-root-buf = "clkbuf_16"
cts_setup_buffers = 0
tritoncts = "yes"
cts_inserted_buffers = 46

[grt]
grt_antenna_before_repair = 0
grt_max_degree = 58
grt_pass1_vias = 9124
grtUsageTotal_pct = 22.2
overflow = 0
grt_pass1_wl_mm = 51.8

[route]
dr_total_vias = 8038
vias_per_cell = 5.91
ant_nets = 0
drt_iter0_markers = 434
wl_mm = 33.8
wl_per_cell_um = 24.9
diodes = 0
drc = 0
firstDrtPassIters = 4

[placed_design]
dpl_cell_area_mm2 = 0.0188
io_buffers = 70
dp_hpwl_mm = 17.7
finalWeightedCongestion = 0.794

[setup_path]
worst_setup_path_start_kind = "primary input"
crit_arrival_ns = 3.70
critPathMaxFanout = 36
crit_path_end_kind = "flop"
worst-setup-path-type = "primary input to flop"
required_ns = 7.39
critical_path.startpoint = "RWAddress[4]"

[flow_run]
cap_violations = 0
warning_count = 53

[power]
peakVddDrop_uv = 200
p_total_mw = 5.58
power_density_mw_per_mm2 = 274
p_leak_nw = 6.50

[outcome]
outcome = "complete, no violations"

[hold_path]
holdPathStages = 1
hold_path.class = "primary input to flop"
worstHoldStart = "DataIn[7]"
holdPathEnd = "Memory[5][7]"
-- power by group --
part           switching (mW)  leakage [nW]  internal, mW  total, mW
clock                   0.912         0.758          1.49       2.40
combinational           0.140          1.45         0.110      0.250
sequential            0.00774          4.29          2.92       2.92
total                    1.06          6.50          4.52       5.58
-- logic make-up after synthesis --
logic type | share of synthesized area [%]
and+or+nand+nor | 0.679
DFF | 76.9
latches | 2.75
AOI/OAI and AO/OA | 2.06
muxes | 16.2
buffers and inverters | 1.39
-- synth_stat cells, types with 5 or more instances --
| library cell | instances |
|---|---|
| edfxtp_1 | 448 |
| mux4_2 | 96 |
| mux2i_1 | 32 |
| buf_2 | 11 |
| buf_6 | 7 |
| clkbuf_1 | 15 |
| a21oi_1 | 32 |
| buf_4 | 5 |
| dlxtp_1 | 32 |
| o22ai_1 | 32 |
| nor2_1 | 14 |
| mux2_2 | 32 |
-- registers in the layout (all words and copies together) (netlist names) --
signal / cells
DataOut: 32
Memory: 448
-- worst max-delay path, stage by stage --
cell,delay (ns)
buf_2,0.10
buf_4,0.30
or2_2,0.43
buf_4,0.32
nor2_4,0.64
buf_4,0.43
-- worst max path at each step --
| stage | to | cells past startpoint |
|---|---|---|
| after global routing | Memory[2][22] | 6 |
| after CTS | Memory[2][22] | 6 |
| final | Memory[2][22] | 6 |
-- metrics by stage --
step           setup slack [ns]  std cells  util (%)
2_1_floorplan              3.17        770         -
3_3_place_gp               3.20       1275      54.5
3_5_place_dp               3.14       1275      54.5
4_1_cts                    3.71       1361      59.1
5_1_grt                    3.59       1361      59.1
6_report                   3.70       1361      59.1
-- final cells by class --
class                           instances  share of cell area (%)
Timing Repair Buffer                   92                    4.20
Tap cell                              455                    2.80
Clock inverter                         26                    1.50
Clock buffer                           60                    6.22
Multi-Input combinational cell        248                    16.9
Sequential cell                       480                    68.4
-- routing by layer --
layer / GRT usage [%] / vias up / share of wire [%]
li1: - / 3434 / -
met1: 30.5 / 3995 / 34
met2: 32.5 / 556 / 49
met3: 15.6 / 53 / 15
met4: 3.66 / 0 / 1.9
met5: 0.962 / - / 0
Power figures rest on the tool's default switching activity, not on a simulated workload.
